==> flow/design.v <==
module register(src0, src1, dst, we, data, clk, rst_n, data0, data1);
	input wire clk, rst_n, we;
	input wire [3:0] src0, src1;
	input wire [3:0] dst;
	input wire [23:0] data;
	output wire [23:0] data0, data1;
	wire [23:0] reg0, reg1, reg2, reg3, reg4, reg5, reg6, reg7, reg8, reg9, reg10, reg11;
	reg [23:0] regis [15:0];  
	parameter [23:0] BLUE = 24'b1000_0000_0000_0000_1100_0001,
					WHITE = 24'b0000_1000_0001_0100_0000_1000,
					RED   = 24'b0001_0011_0010_0000_0000_0000,
					ORDER1 = 24'b0000_0000_0000_0000_0000_0000,
					ORDER2 = 24'b0000_0000_0000_0000_0000_0000,
					IDEAL_BLUE = 24'b1111_0000_0000_0000_0000_0000,
					IDEAL_WHITE = 24'b0000_1111_0000_0000_0000_0000,
					IDEAL_RED = 24'b0000_0000_1111_0000_0000_0000;
always @(posedge clk) begin
if (!rst_n) begin
		regis[0] <= BLUE;
		regis[1] <= WHITE;
		regis[2] <= RED;
		regis[3] <= 0;
		regis[4] <= 0;
		regis[5] <= 0;
		regis[6] <= ORDER1;
		regis[7] <= ORDER2;
		regis[8] <= 0;
		regis[9]  <= IDEAL_BLUE;
		regis[10] <= IDEAL_WHITE;
		regis[11] <= IDEAL_RED;
		regis[12] <= 0;
		regis[13] <= 0;
		regis[14] <= 0;
		regis[15] <= 0;
	end else begin
		if (we) begin
			regis[dst] <= data;
		end else begin
			regis[dst] <= regis[dst];
		end
	end
end
assign data0 = regis[src0];
assign data1 = regis[src1];
assign reg0 = regis[0];
assign reg1 = regis[1];
assign reg2 = regis[2];
assign reg3 = regis[3]; assign reg4 = regis[4]; assign reg5 = regis[5]; assign reg6 = regis[6];
assign reg7 = regis[7];
assign reg8 = regis[8];
assign reg9 = regis[9];
assign reg10 = regis[10];
assign reg11 = regis[11];
endmodule
==> flow/run.sh <==
#!/bin/bash
# OpenROAD 26Q1-2900-gdf79404cd8, Yosys 0.63+post, stock flow scripts
make -C /OpenROAD-flow-scripts/flow DESIGN_CONFIG=/design/flow/config.mk WORK_HOME=/design/flow/orfs finish
==> flow/config.mk <==
export PLATFORM = sky130hd
export DESIGN_NAME = register
export DESIGN_NICKNAME = register
export VERILOG_FILES = /design/flow/design.v
export SDC_FILE = /design/flow/constraint.sdc
export NUM_CORES = 4
export LEC_CHECK = 1
export CORE_UTILIZATION = 30
==> flow/constraint.sdc <==
current_design register

set clk_period 10.5
set clk_io_pct 0.2

create_clock -name clk0 -period $clk_period [get_ports {clk}]

set non_clock_inputs [all_inputs -no_clocks]
set_input_delay [expr $clk_period * $clk_io_pct] -clock clk0 $non_clock_inputs
set_output_delay [expr $clk_period * $clk_io_pct] -clock clk0 [all_outputs]
==> deck_impl_summary.md <==
Implementation Results

Synthesis
  – Avg Cell Area, Syn: 15.64 µm²
  – Yosys cell count: around 1,300
  – Post-synthesis cell count: 1,280
  – Seq cells post-synth: 384
  – Synthesis area per yosys: 20,020 µm²
  – Cell area leaders: edfxtp_1 58%, mux4_2 22%, and2_1 11%, a22oi_1 3.6%, clkbuf_1 1.8%
  – Top-area cell share: 0.5759
  – Yosys warnings: 1
  – Area leader, netlist: edfxtp_1
  – Post-Syn Area: 20,020 µm²
  – Unique cell types: 20
  – Register share after synthesis: 0.5759

Clock tree
  – CTS root buf: clkbuf_16
  – Clock tree from TritonCTS: yes
  – H-Tree Depth: 2
  – # Post-CTS Setup Buffers: 0
  – Post-CTS Resized: 0
  – # hold bufs at CTS: 0
  – TritonCTS Buffers: 40
  – Clock transition at path regs: 0.06 ns
  – Max clock buf depth: 3
  – CTS sink cnt: 384

Timing
  – Period utilization: 0.6530
  – Max-slew violation count: 0
  – Slew HR: 0.3333
  – Setup TNS: 0 ns
  – Final WS setup: ~3.6 ns
  – Max Clk Rate: 0.1459 GHz
  – Final Critical Period: 6.856 ns
  – Setup Viol. Count Final: 0
  – Endpoints failing hold: 0
  – Least-Margin Pin Slew: about 1.0 ns
  – RSZ-0062 raised after global routing: no

Floorplan
  – Chip Height: 260.3 µm
  – Total core area: 65,860 µm²
  – Row Count: 94
  – Die area: 67,780 µm²
  – DIE WIDTH: 260.3 µm
  – IO Count: 87
  – Fp_density: 0.3040

Worst setup path
  – Crit path DRT: 8.40 ns
  – CP startpoint kind: primary input
  – Crit path kind: in -> out
  – Worst Path Arrival: 4.76 ns
  – Critical path peak fanout: 39
  – Critical path capture point type: primary output

Placement
  – GP Congestion: 0.8487
  – Setup WS pre-CTS: 3.545 ns
  – Final HPWL DP: 37.18 mm
  – IO buf count: 86
  – Placed cells: 2,158

Detailed routing
  – WL/cell: about 28 µm
  – Initial DRC count: 797
  – DRC violations left: 0
  – Via count: approximately 12,000
  – Drt first pass iters: 5
  – Vias/cell: 5.330
  – Post-route ant nets: 0
  – Detailed Route WL: 62.39 mm

GRT
  – Initial antenna violation count: 2
  – First-pass GRT wire length: roughly 90 mm
  – GR Util All Layers: 0.2002
  – Grt ovf: 0
  – Vias in the first global route: 13,201
  – Largest net degree at the start of global routing: 57

Power
  – Max VDD drop: 0.1412 mV
  – P per Cell Area: 160.5 nW/µm²
  – LEAKAGE: around 7.8 nW

Final layout
  – Largest register FFs: 384
  – Layout cell share with drive strength beyond 1: 0.2544
  – Largest reg by FF count: regis
  – Area Growth Syn to Fin: 16.74%
  – Biggest regs: regis x384
  – Non-Filler Instances: 2,233

Job
  – Max-cap violations: 0
  – Tool Warnings: 25

Worst hold path
  – Worst min path class: in -> reg

Status
  – Status: complete, no violations
cell usage in the layout, fill, tap and decap left out, types with 6 or more instances in the layout:
cell type,instances
nor2_2,9
edfxtp_1,384
a22oi_1,96
and2_1,362
bufinv_16,6
clkbuf_1,7
clkdlybuf4s50_1,81
nand2b_1,8
clkinv_2,8
mux4_2,192
buf_4,58
clkbuf_16,42
nand2_1,49
or3_1,20
clkinv_1,6
o21ai_4,12
path summary, 6_finish.rpt:
path / start / end / slack, ns / depth (start not counted)
max: src1[0] / data1[3] / 3.64 / 6
min: rst_n / regis[10][18]$_SDFFCE_PN1P_ / 2.36 / 2
Yosys cell counts, drive strengths merged:
master,instances
nor2b,4
or3,20
edfxtp,384
nand2b,10
and2,362
clkbuf,97
nor2,14
o21ai,12
nand4bb,1
buf,32
nor3,4
mux4,192
a22oi,96
nand2,49
nand4,1
nand4b,2
critical path, cell delays in order:
cell and delay [ns]:
buf_6 0.45, buf_4 0.63, mux4_2 0.58, a22oi_1 0.35, nand2_1 0.16, clkdlybuf4s50_1 0.43
power breakdown:
part           switching [mW]  internal [mW]  leakage [nW]
Sequential             0.0405           1.78          3.67
Clock                   0.605          0.881         0.663
Combinational           0.233          0.216          3.46
Total                   0.878           2.87          7.79
kinds of logic after synthesis:
group           synth area share
simple gates              0.1397
mux                       0.2160
compound gates           0.03900
buf+inv                  0.02943
flops                     0.5759
layout make-up:
class,count,area [µm²]
fill,6117,42490
clock buffer,49,1077
timing repair buffer,143,1294
clock inverter,25,290.3
sequential,384,11530
multi-input combinational,767,8098
antenna,1,2.502
tap,864,1081
per-layer routing:
layer | global-route usage | wire, µm | share of wire
met2 | 0.3217 | 31170 | 0.50
met1 | 0.2241 | 20300 | 0.33
met4 | 0.06335 | 2501 | 0.040
met3 | 0.1195 | 8403 | 0.13
met5 | 0.002137 | 14 | 0.00022
metrics by stage:
step | area [µm²] | util | hold slack (ns) | total power [mW]
2_1_floorplan | 20020 | - | 2.278 | 2.087
3_3_place_gp | 22000 | 0.3341 | 2.907 | 2.293
3_5_place_dp | 22000 | 0.3341 | 2.930 | 2.300
4_1_cts | 23370 | 0.3548 | 2.352 | 3.781
5_1_grt | 23370 | 0.3549 | 2.387 | 3.862
6_report | 23370 | 0.3549 | 2.360 | 3.751
Power figures rest on the tool's default switching activity, not on a simulated workload.
