### ./run.sh
#!/bin/bash
# OpenROAD 26Q1-2900-gdf79404cd8, Yosys 0.63+post, stock flow scripts
make -C /OpenROAD-flow-scripts/flow DESIGN_CONFIG=/design/flow/config.mk WORK_HOME=/design/flow/orfs finish
### ./config.mk
export PLATFORM = sky130hd
export DESIGN_NAME = sel
export DESIGN_NICKNAME = sel
export VERILOG_FILES = /design/flow/design.v
export SDC_FILE = /design/flow/constraint.sdc
export NUM_CORES = 4
export LEC_CHECK = 1
export CORE_AREA = 10 10 70 70
export DIE_AREA = 0 0 80 80
### ./constraint.sdc
current_design sel

set clk_period 1.0
set clk_io_pct 0.2

create_clock -name clk0 -period $clk_period

set non_clock_inputs [all_inputs -no_clocks]
set_input_delay [expr $clk_period * $clk_io_pct] -clock clk0 $non_clock_inputs
set_output_delay [expr $clk_period * $clk_io_pct] -clock clk0 [all_outputs]
### ./design.v
module sel(in0, in1, sel, out);
	input wire [23:0] in0, in1;
	input wire sel;
	output wire [23:0] out;
	assign out = (sel) ? in1:in0;
endmodule
==> out/qor_table.md <==
| Quantity | Value | Unit |
| --- | --- | --- |
| Switching pwr | 0.000104 | W |
| Share of cells above drive strength 1 | 52.5 | % |
| Die footprint | 6400 | um^2 |
| Count of sequential standard cells | 0 | - |
| Post-DR wirelength/cell | 14.8 | um |
| Proportion of synthesized area in mux cells | 87.1 | % |
| Total overflow reported by the global router | 0 | - |
| Ao+oa area frac | 0 | % |
| Final cell utilization of the core | 34.8 | % |
| Power density over the cells | 391 | nW/um^2 |
| # port buffers | 73 | - |
| Worst EP arrival | 870 | ps |
| Number of max-cap violations | 0 | - |
| Tool warnings | 34 | - |
| Highest net fanout along the worst path | 6 | - |
| Average instance area after synthesis | 14.7 | um^2 |
| Horizontal die dimension | 80 | um |
| Number of remaining DRC errors | 0 | - |
| Delay of the slowest cell on the worst path | 300 | ps |
| P_int | 0.000360 | W |
| Number of standard cells reported by yosys | 27 | - |
| Total number of yosys warnings | 0 | - |
| Clk_buf instances | 0 | - |
| Remaining max-slew budget at the tightest pin | 95.8 | % |
| Remaining number of nets flagged by the antenna check after routing | 0 | - |
| Worst IR drop on VDD | 0.000126 | V |
| Violations in the final reports | negative setup slack | - |
| Largest non-sequential cell family by area | multiplexers | - |
| Via count of the first global-routing pass | 629 | - |
| Die outline height | 80 | um |
| Adder-cell share of the synthesized area | 0 | % |
| Xor-xnor portion of the synthesized cell area | 0 | % |
| Total of endpoints with negative setup slack in the final report | 24 | - |
| Net switching fraction of the power | 22.3 | % |
| GRT Resource Usage Total | 6.05 | % |
| Slew at the pin with the worst max-slew slack | 63.6 | ps |
| Yosys Chip Area | 397 | um^2 |
| Basic-gate share of the synthesized area counting and, or, nand and nor cells | 0 | % |
| Logic pwr share | 100.0 | % |
| RD Place Congestion | 0.743 | - |
| Via total after detailed routing | 520 | - |
| Count of boundary I/O pins | 73 | - |
| Wire length of the first global-routing pass | 3.18 | mm |
| Initial drt markers | 3 | - |
| RSZ-0062 raised after global routing | true | - |
| # diodes | 0 | - |
| Minimum period implied by the final worst setup slack | 1070 | ps |
| Ordered list of cells on the worst path | buf_12, buf_16, mux2_4, buf_6 | - |
| Period utilization | 107 | % |
| Netlist Area Pre-Place | 397 | um^2 |
| Outcome | finished, violations left | - |
| Placement Rows | 21 | - |
| Min Hold Slack | 793 | ps |
| Type of the most critical hold path | in2out | - |
| Maximum number of pins on one net before global-route repair | 7 | - |
| Max frequency | 0.933 | GHz |
| Final wirelength | 2.17 | mm |
| Area growth, synth to finish | 199 | % |
| Portion of the post-synthesis area used by sequential elements | 0 | % |
| DR pass1 iterations | 2 | - |
| Number of cells produced by synthesis | 27 | - |
| Final worst setup slack | -71.4 | ps |
| Count of distinct cell types in the synthesized netlist | 4 | - |
| Initial antenna violation count | 0 | - |
| Relative contribution of sequential cells to total power | 0 | % |
| DR vias/cell | 3.54 | - |
| Number of hold buffers added after CTS | 0 | - |
| Part of the total power dissipated in the clock network | 0 | % |
| Req. time, crit path | 800 | ps |
| Floorplan-stage core utilization | 11.6 | % |
| Sequential Area | 0 | um^2 |
| Startpoint types | primary input | - |
| Library cell contributing the largest single delay on the critical path | sky130_fd_sc_hd__mux2_4 | - |
| Pins over their slew limit | 0 | - |
| Type of destination of the critical path | output pin | - |
| Setup bufs post-CTS | 0 | - |
| Hold Violations, Final | 0 | - |
| Critical setup path kind | in2out | - |
| Leak pwr | 0.637 | nW |
| Placeable Area | 3420 | um^2 |
## cells in the mapped netlist
| cell type | count | share of area [%] |
|---|---|---|
| sky130_fd_sc_hd__buf_12 | 2 | 10 |
| sky130_fd_sc_hd__buf_6 | 1 | 2.8 |
| sky130_fd_sc_hd__mux2_2 | 4 | 11 |
| sky130_fd_sc_hd__mux2_4 | 20 | 76 |
## path summary, 6_finish.rpt
kind,start,end,slack [ps],depth (start not counted)
min,in0[19],out[19],790,3
max,sel,out[4],-70,4
## power by group through the flow
| stage | registers [W] | clock network, W | logic (W) |
|---|---|---|---|
| after CTS | 0 | 0 | 0.000455 |
| after global routing | 0 | 0 | 0.000498 |
| final | 0 | 0 | 0.000464 |
## layer usage
metal,share of wire (%),global-route usage (%)
met5,0,0
met4,0,0
met3,7.6,1.82
met2,54,11.6
met1,39,6.72
## cell type report
cell class | instances | area [um^2]
multi-input cells | 24 | 360
repair buffers | 77 | 769
well taps | 46 | 57.6
fillers | 366 | 2230
## worst max-delay path: cells and delay by family
| family | cells | cell delay, ps |
|---|---|---|
| buf+inv | 3 | 370 |
| mux | 1 | 300 |
## timing repair
| action | in CTS | in global routing |
|---|---|---|
| setup endpoints to repair | 24 | 24 |
| endpoints found under the hold margin | 0 | 0 |
| gates cloned | 3 | 0 |
| gates resized | 148 | 5 |
## cells in the final DEF (no fill, tap or decap)
cell                            netlist  layout
sky130_fd_sc_hd__dlygate4sd2_1        0      48
sky130_fd_sc_hd__buf_2                0       7
sky130_fd_sc_hd__mux2_4              20      24
sky130_fd_sc_hd__buf_6                1      17
sky130_fd_sc_hd__buf_12               2       2
sky130_fd_sc_hd__buf_16               0       3
## metrics by stage
step	setup TNS, ps	cell area, um^2	instances	power, W	setup slack (ps)
5_1_grt	-2000	1190	147	0.000498	-90.6
2_1_floorplan	0	397	27	0.000148	69.7
4_1_cts	-1750	1160	147	0.000455	-79.5
3_5_place_dp	-20990	1150	144	0.000486	-912
6_report	-1590	1190	147	0.000464	-71.4
3_3_place_gp	-20800	1150	144	0.000482	-893
## cells by family (layout without fill, tap and decap cells)
logic type / after synthesis / after routing
muxes: 24 / 24
buffers and inverters: 3 / 77
Power is estimated from default activity; no workload was simulated.
